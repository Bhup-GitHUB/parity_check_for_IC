==> flow/design.v <==
module arithmetic_unit (
    input [7:0] operand1,
    input [7:0] operand2,
    input add_sub,
    output reg [7:0] result
);
    always @(*) begin
        if (add_sub == 1'b0)
            result = operand1 + operand2;
        else
            result = operand1 - operand2;
    end
endmodule
==> flow/run.sh <==
#!/bin/bash
# OpenROAD 26Q1-2900-gdf79404cd8, Yosys 0.63+post, stock flow scripts
make -C /OpenROAD-flow-scripts/flow DESIGN_CONFIG=/design/flow/config.mk WORK_HOME=/design/flow/orfs finish
==> flow/config.mk <==
export PLATFORM = sky130hd
export DESIGN_NAME = arithmetic_unit
export DESIGN_NICKNAME = arithmetic_unit
export VERILOG_FILES = /design/flow/design.v
export SDC_FILE = /design/flow/constraint.sdc
export NUM_CORES = 4
export LEC_CHECK = 1
export CORE_AREA = 10 10 70 70
export DIE_AREA = 0 0 80 80
==> flow/constraint.sdc <==
current_design arithmetic_unit

set clk_period 9.2
set clk_io_pct 0.2

create_clock -name clk0 -period $clk_period

set non_clock_inputs [all_inputs -no_clocks]
set_input_delay [expr $clk_period * $clk_io_pct] -clock clk0 $non_clock_inputs
set_output_delay [expr $clk_period * $clk_io_pct] -clock clk0 [all_outputs]
==> results.py <==
# Synthesis and PnR figures
metrics = {
    "hold_path": {
        "hp-class": "input port to output port",
    },
    "worst_setup_path": {
        "slowest_delay_ps": 520,
        "required_ps": 7360,
        "path_buffers": 3,
        "end_kind": "output port",
        "cp-start-kind": "input port",
        "crit_chain": "clkdlybuf4s50_1, inv_1, ha_1, a31oi_1, xnor2_1, ha_1, and3_1, a21oi_1, a31oi_1, xnor2_1, clkdlybuf4s50_1",
        "path_delay_family": "buffers and inverters",
        "crit_arrival_ps": 4440,
        "cp_slowest_cell": "clkdlybuf4s50_1",
        "cp_max_fo": 6,
        "crit_type": "input port to output port",
    },
    "yosys": {
        "ys_types": 23,
        "most_common_cell": "xnor2_1",
        "synth_top_area_share_pct": 21.4,
        "top_cells_by_area": "ha_1 (21%), xnor2_1 (19%), inv_1 (7.2%), a31oi_1 (5.4%), fa_1 (4.3%)",
        "yosysSeqAreaShare_pct": 0,
        "avgSynthCellArea_sq_um": 7.65,
        "yosysTopAreaCell": "ha_1",
        "yosys-stat-cells": 61,
        "syn-cell-area_sq_um": 467,
        "common_cells": "xnor2_1 (10), inv_1 (9), ha_1 (8)",
        "yosys_warnings": 1,
        "synth_cells": 61,
        "synth-area-yosys_sq_um": 467,
    },
    "final_timing": {
        "setup_violations": 0,
        "hold_violations": 0,
        "tightest_slew_ps": 310,
        "min_period_over_period_pct": 68.3,
        "period_needed_ps": 6280,
        "rsz0062_at_grt": "false",
        "relSlewSlack_pct": 79.3,
        "finalHoldWorstSlack_ps": 4670,
        "fin_tns_setup_ps": 0,
        "timing.fmax_mhz": 159,
        "slew_violations": 0,
    },
    "power_and_ir_drop": {
        "power.share.combinational_pct": 100.0,
        "power.switching_uw": 23.1,
        "p_leak_uw": 0.000311,
        "power.internal_uw": 41.2,
        "pwr-share-seq_pct": 0,
        "peakVddDrop_uv": 24.9,
        "p_sw_share_pct": 35.9,
        "powerDensity_nw_per_um2": 83.4,
        "clkPwrFrac_pct": 0,
    },
    "clock_network": {
        "ctsResizeCount": 0,
        "post_cts_buffers": 0,
        "cts_hold_buffers": 0,
    },
    "layout": {
        "fin_area_sq_um": 771,
        "seq_area_sq_um": 0,
        "syn_to_final_growth_pct": 65.1,
        "postLayoutCoreUtil_pct": 22.6,
        "comb_area_sq_um": 429,
        "clock_buffers": 0,
        "seq_cell_count": 0,
        "num-fill-cells": 407,
        "drive_gt1_share_pct": 5.88,
    },
    "global_route": {
        "grt_max_degree": 8,
        "grtUsageTotal_pct": 4.14,
        "first_global_vias": 497,
        "grt_overflow": 0,
        "grt_pass1_wl_um": 2200,
        "antenna_found_initial": 0,
    },
    "place": {
        "place_hpwl_um": 1220,
        "routabilityCongestion": 0.747,
        "place_area_sq_um": 771,
        "io_buffers": 25,
    },
    "routing": {
        "route.vias.total": 478,
        "dr.pass1.iters": 2,
        "wl_um": 1330,
        "n_antenna_cell": 0,
        "drc_errors": 0,
        "drt_iter0_markers": 14,
        "antenna_left": 0,
        "routedWlPerCell_um": 10.2,
        "vias_per_cell": 3.65,
    },
    "floorplanning": {
        "chip_area_sq_um": 6400,
        "core_area_sq_um": 3420,
        "ioPinCount": 25,
        "row_count": 21,
        "fp.dieH_um": 80,
        "initial_core_util_pct": 13.7,
        "fp.dieW_um": 80,
    },
    "run_status": {
        "outcome": "completed",
    },
    "job": {
        "maxCapViolCount": 0,
        "tool_warnings": 32,
    },
}
-- area by class of cell --
cell class                      count  area share, %
Multi-Input combinational cell     51           55.7
Timing Repair Buffer               25           32.5
Tap cell                           46           7.47
Inverter                            9           4.38
-- logic make-up (layout without fill, tap and decap cells) --
| group | after synthesis | in the layout | share of synthesized area (%) |
|---|---|---|---|
| compound gates | 13 | 13 | 20.9 |
| simple gates | 16 | 16 | 20.6 |
| buf+inv | 10 | 34 | 8.04 |
| mux | 1 | 1 | 2.14 |
| xor+xnor | 12 | 12 | 22.5 |
| fa+ha+maj | 9 | 9 | 25.7 |
-- power groups by stage --
stage / combinational, uW / sequential, uW / clock (uW)
4_1_cts: 66.2 / 0 / 0
5_1_grt: 73.0 / 0 / 0
6_report: 64.3 / 0 / 0
-- routing by layer --
| metal | up-vias | routed length, um | GRT usage [%] |
|---|---|---|---|
| li1 | 261 | - | - |
| met1 | 201 | 660 | 5.96 |
| met2 | 16 | 560 | 6.10 |
| met3 | 0 | 112 | 1.48 |
| met4 | 0 | 0 | 0 |
| met5 | - | 0 | 0 |
-- cell usage in the layout (no fill, tap or decap), drive strengths merged, types with 2 or more instances in the layout --
| master | instances |
|---|---|
| a31oi | 4 |
| clkdlybuf4s50 | 25 |
| nor2 | 5 |
| xnor2 | 10 |
| nand3b | 2 |
| a21oi | 4 |
| inv | 9 |
| xor2 | 2 |
| nor2b | 3 |
| nor3 | 3 |
| ha | 8 |
-- path summary, 6_finish.rpt --
path	from	to	slack (ps)	cells past startpoint
setup / recovery	operand2[0]	result[7]	2920	11
hold / removal	operand1[0]	result[0]	4670	5
-- per-stage QoR --
stage          std cells  total power, uW  setup slack [ps]
2_1_floorplan         61             31.0              4110
3_3_place_gp         131             65.4              2920
3_5_place_dp         131             65.5              2890
4_1_cts              131             66.2              2890
5_1_grt              131             73.0              2650
6_report             131             64.3              2920
Power figures rest on the tool's default switching activity, not on a simulated workload.

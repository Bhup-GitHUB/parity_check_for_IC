`/design/flow/config.mk`:
```
export PLATFORM = sky130hd
export DESIGN_NAME = pipelined_data_path
export DESIGN_NICKNAME = pipelined_data_path
export VERILOG_FILES = /design/flow/design.v
export SDC_FILE = /design/flow/constraint.sdc
export NUM_CORES = 4
export LEC_CHECK = 1
export CORE_AREA = 10 10 110 110
export DIE_AREA = 0 0 120 120
```
`/design/flow/design.v`:
```
module pipelined_data_path (
    input clk,
    input reset,
    input [7:0] data_in,
    output reg [7:0] data_out
);
    reg [7:0] stage_1, stage_2, stage_3;
    always @(posedge clk or posedge reset) begin
        if (reset)
            stage_1 <= 8'b0;
        else
            stage_1 <= data_in;
    end
    always @(posedge clk or posedge reset) begin
        if (reset)
            stage_2 <= 8'b0;
        else
            stage_2 <= stage_1 + 1;
    end
    always @(posedge clk or posedge reset) begin
        if (reset)
            stage_3 <= 8'b0;
        else
            stage_3 <= stage_2 * 2;
    end
    always @(posedge clk or posedge reset) begin
        if (reset)
            data_out <= 8'b0;
        else
            data_out <= stage_3 - 1;
    end
endmodule
```
`/design/flow/run.sh`:
```
#!/bin/bash
# OpenROAD 26Q1-2900-gdf79404cd8, Yosys 0.63+post, stock flow scripts
make -C /OpenROAD-flow-scripts/flow DESIGN_CONFIG=/design/flow/config.mk WORK_HOME=/design/flow/orfs finish
```
`/design/flow/constraint.sdc`:
```
current_design pipelined_data_path

set clk_period 2.1
set clk_io_pct 0.2

create_clock -name clk0 -period $clk_period [get_ports {clk}]

set non_clock_inputs [all_inputs -no_clocks]
set_input_delay [expr $clk_period * $clk_io_pct] -clock clk0 $non_clock_inputs
set_output_delay [expr $clk_period * $clk_io_pct] -clock clk0 [all_outputs]
```
==> impl_metrics.json <==
{
  "path_cells": "clkdlybuf4s50_1",
  "grt_max_degree": 30,
  "clock_path_buffers": 2,
  "depth_of_the_cts_h_tree": 2,
  "placement_rows": 36,
  "synth.cells.most_frequent": "sky130_fd_sc_hd__dfrtp_1 (29), sky130_fd_sc_hd__xnor2_1 (6), sky130_fd_sc_hd__inv_1 (5)",
  "peak_per_stage_delay_on_the_critical_path_ps": 480,
  "async_flop_share_pct": 100,
  "power.leakage_nw": 0.560,
  "cp_max_fo": 1,
  "run_status": "finished, final reports clean",
  "grt_antenna_before_repair": 0,
  "number_of_design_rule_violations_left_after_detail_routing": 0,
  "design_power_mw": 1.19,
  "first_global_vias": 539,
  "synth.top_cells.by_area": "sky130_fd_sc_hd__dfrtp_1 (78%), sky130_fd_sc_hd__xnor2_1 (5.6%), sky130_fd_sc_hd__xor2_1 (3.8%)",
  "avgSynthCellArea_um2": 16.1,
  "yosys.area.top_type_share_pct": 77.7,
  "global_placer_s_final_weighted_congestion": 0.631,
  "route.detailed.wl_per_inst_um": 6.36,
  "count_of_state_elements_after_synthesis": 29,
  "hold-path-cell-count": 0,
  "crit_family": "buffers and inverters",
  "final_hold_viol_count": 0,
  "holdWs_ps": 347,
  "setup_viol": 0,
  "cts.hold.buffers_added": 0,
  "yosys_warnings": 1,
  "detail_route.wirelength_mm": 1.37,
  "cts_tree": "yes",
  "end_kind": "primary output",
  "gr-total-overflow": 0,
  "detailroute.via_count": 466,
  "cp_data_required_time_ps": 1680,
  "cts-buffers-inserted": 5,
  "worstSetupPathType": "reg2out",
  "min_path_type": "reg2reg",
  "timing.setup.tns_ps": 0,
  "syn2layout_area_growth_pct": 46.6,
  "drt_iter0_markers": 4,
  "synthesis.area_um2": 933,
  "timing.critical_path.from_type": "flip-flop",
  "syn-instance-count": 58,
  "cell_with_the_largest_stage_delay_on_the_worst_path": "sky130_fd_sc_hd__clkdlybuf4s50_1",
  "yosysSeqAreaShare_pct": 77.7,
  "design.core.area_mm2": 0.00977,
  "synthFlopType": "sky130_fd_sc_hd__dfrtp_1",
  "clock_skew_ps": 2.45,
  "die_x_um": 120,
  "io_pins": 18,
  "detail_route.antenna_diodes": 0,
  "cts_root_buf": "sky130_fd_sc_hd__clkbuf_8",
  "wp_data_arrival_ps": 1070,
  "critPathBufInv": 1,
  "portBuffers": 16,
  "max_cap_violations": 0,
  "dp_hpwl_mm": 1.06,
  "edf_count": 0,
  "fmax_ghz": 0.672,
  "fin_crit_sh_pct": 70.9,
  "r2r_worst_path_depth": 4,
  "fillerInstances": 1095,
  "grt_pass1_wl_mm": 2.46,
  "die_h_um": 120,
  "ys_types": 15,
  "fp-utilization_pct": 9.55,
  "clk_latency_ps": 270,
  "cts_sinks": 29,
  "power-per-cell-area_mw_per_mm2": 872,
  "final_layout_size_suffix_gt1_share_pct": 14.5,
  "cts_resized": 0,
  "yosys-stat-area_um2": 933,
  "rsz0062_at_grt": "no",
  "floorplan.die_area_mm2": 0.0144,
  "worst_setup_hold_path_clk_slew_ps": 60,
  "post-route-min-period_ps": 1490,
  "total_stage_count_of_the_critical_path": 1,
  "antenna_left": 0,
  "synth.largest_area_cell": "sky130_fd_sc_hd__dfrtp_1",
  "slew_violations": 0,
  "synthMostInstantiatedCell": "sky130_fd_sc_hd__dfrtp_1",
  "first_pass_detailed_route_iteration_total": 2,
  "cts_post_setup_buffers_inserted": 0,
  "yosysCellCount": 58,
  "tool_warnings": 26,
  "globalRouteTotalUtil_pct": 2.14,
  "worst_ir_drop_on_vdd_mv": 0.294,
  "post_drt_via_cell_ratio": 2.16
}
## cells in the final DEF, fill, tap and decap left out
cell type                         netlist  final
sky130_fd_sc_hd__nor3_2                 1      1
sky130_fd_sc_hd__nand3_1                3      3
sky130_fd_sc_hd__clkbuf_8               0      7
sky130_fd_sc_hd__and3_1                 1      1
sky130_fd_sc_hd__clkinv_2               0      1
sky130_fd_sc_hd__nand3_2                1      1
sky130_fd_sc_hd__nand2_1                1      1
sky130_fd_sc_hd__nor2_1                 1      1
sky130_fd_sc_hd__xnor2_1                6      6
sky130_fd_sc_hd__xor2_1                 4      4
sky130_fd_sc_hd__and3_4                 1      1
sky130_fd_sc_hd__clkdlybuf4s50_1        0     16
sky130_fd_sc_hd__buf_4                  0      1
sky130_fd_sc_hd__inv_1                  5      5
sky130_fd_sc_hd__nor3_1                 1      1
sky130_fd_sc_hd__nand3b_1               1      1
sky130_fd_sc_hd__conb_1                 1      1
sky130_fd_sc_hd__ha_1                   2      2
sky130_fd_sc_hd__dfrtp_1               29     29
## layer usage
metal	vias up	track usage, %	part of all wire, %
met3	5	2.28	18
met5	-	0	0
li1	227	-	-
met1	208	2.79	52
met4	0	0.603	2.2
met2	26	2.20	29
## cell families (layout without fill, tap and decap cells)
family        after synthesis  in the layout  synth area share [%]
xor+xnor                   10             10                  9.38
fa+ha+maj                   2              2                  2.68
buf+inv                     5             30                  2.01
flops                      29             29                  77.7
other cells                 1              1                 0.402
simple gates               11             11                  7.77
## flip-flops by register name (all words and copies together), names as in the netlist
| name | count |
|---|---|
| data_out | 8 |
| stage_1 | 7 |
| stage_2 | 7 |
| stage_3 | 7 |
## report_power, final
part / leakage (nW) / switching, mW / internal, mW / total [mW]
Clock: 0.0542 / 0.186 / 0.295 / 0.481
Combinational: 0.168 / 0.0295 / 0.0587 / 0.0881
Sequential: 0.338 / 0.0213 / 0.604 / 0.625
## cell type report
class | count | area (um^2) | share of cell area, %
inverters | 5 | 18.8 | 1.37
multi-input cells | 24 | 189 | 13.8
well taps | 133 | 166 | 12.2
flip-flops and latches | 29 | 726 | 53.0
clock buffers | 7 | 96.3 | 7.04
repair buffers | 17 | 168 | 12.2
clock inverters | 1 | 5.00 | 0.366
## worst paths after layout
path	startpoint	to	slack (ps)
setup / recovery	data_out[2]	data_out[2]	610
hold / removal	stage_2[6]	stage_3[7]	350
max in group asynchronous	reset	stage_1[5]	1340
hold reg to reg	stage_2[6]	stage_3[7]	350
setup reg to reg	stage_1[0]	stage_2[6]	1010
min in group asynchronous	reset	stage_3[7]	510
## through the flow
stage | setup WS [ps] | instances | utilization (%) | cell area [um^2]
after floorplan | 1070 | 58 | - | 933
after global placement | 898 | 208 | 13.0 | 1270
after detailed placement | 895 | 208 | 13.0 | 1270
after CTS | 595 | 216 | 14.0 | 1370
after global routing | 556 | 216 | 14.0 | 1370
final | 611 | 216 | 14.0 | 1370
Power and IR drop assume default switching activity.

--- ./config.mk ---
export PLATFORM = sky130hd
export DESIGN_NAME = fifo_queue
export DESIGN_NICKNAME = fifo_queue
export VERILOG_FILES = /design/flow/design.v
export SDC_FILE = /design/flow/constraint.sdc
export NUM_CORES = 4
export LEC_CHECK = 1
export CORE_UTILIZATION = 30
--- ./constraint.sdc ---
current_design fifo_queue

set clk_period 4.1
set clk_io_pct 0.2

create_clock -name clk0 -period $clk_period [get_ports {clk}]

set non_clock_inputs [all_inputs -no_clocks]
set_input_delay [expr $clk_period * $clk_io_pct] -clock clk0 $non_clock_inputs
set_output_delay [expr $clk_period * $clk_io_pct] -clock clk0 [all_outputs]
--- ./design.v ---
module fifo_queue #(
    parameter WIDTH = 8,
    parameter DEPTH = 16
)(
    input clk,
    input reset,
    input wr_en,
    input rd_en,
    input [WIDTH-1:0] din,
    output reg [WIDTH-1:0] dout,
    output full,
    output empty
);
    reg [WIDTH-1:0] fifo_mem [0:DEPTH-1];
    reg [4:0] write_ptr, read_ptr, count;
    always @(posedge clk or posedge reset) begin
        if (reset) begin
            write_ptr <= 0;
            count <= 0;
        end else if (wr_en && !full) begin
            fifo_mem[write_ptr] <= din;
            write_ptr <= write_ptr + 1;
            count <= count + 1;
        end
    end
    always @(posedge clk or posedge reset) begin
        if (reset) begin
            read_ptr <= 0;
            dout <= 0;
        end else if (rd_en && !empty) begin
            dout <= fifo_mem[read_ptr];
            read_ptr <= read_ptr + 1;
            count <= count - 1;
        end
    end
    assign full = (count == DEPTH);
    assign empty = (count == 0);
endmodule
--- ./run.sh ---
#!/bin/bash
# OpenROAD 26Q1-2900-gdf79404cd8, Yosys 0.63+post, stock flow scripts
make -C /OpenROAD-flow-scripts/flow DESIGN_CONFIG=/design/flow/config.mk WORK_HOME=/design/flow/orfs finish
==> impl_metrics.env <==
# yosys + openroad results
export IMPL_status="stopped before the end"
export IMPL_lastStage="synthesis"
export IMPL_first_error="ERROR: Found 5 problems in 'check -assert'."
export IMPL_asyncSetResetFlopFracSynth_pct=13.6
export IMPL_top_cell_area_share_pct=64.6
export IMPL_post_synth_top_count_cell="sky130_fd_sc_hd__edfxtp_1"
export IMPL_synth_seq_area_share_pct=73.1
export IMPL_post_synth_top_area_cell="sky130_fd_sc_hd__edfxtp_1"
export IMPL_top_cells_by_count="133 x sky130_fd_sc_hd__edfxtp_1, 31 x sky130_fd_sc_hd__nand2_1, 21 x sky130_fd_sc_hd__dfrtp_1"
export IMPL_flip_flops_with_a_built_in_enable=133
export IMPL_synth_yosys_warnings=2
export IMPL_synth_seq_cells=154
export IMPL_yosys_stat_chipArea_mm2=0.00619
export IMPL_synth_lib_cells_used_distinct=48
export IMPL_cell_total_in_the_yosys_stat_output=397
export IMPL_post_synth_main_area_contributors="sky130_fd_sc_hd__edfxtp_1 65%, sky130_fd_sc_hd__dfrtp_1 8.5%, sky130_fd_sc_hd__ha_1 2.2%"
export IMPL_postSynth_topFlopCell="sky130_fd_sc_hd__edfxtp_1"
## cells by family after synthesis
family / synth area share [%]
buf+inv: 2.95
compound gates: 11.1
simple gates: 6.31
xor+xnor: 1.84
flops: 73.1
fa+ha+maj: 2.22
mux: 2.49
